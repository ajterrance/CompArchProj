--- design.v ---
module Divide(
    	input [3:0] A,
    	input [3:0] B,
    	output reg [7:0] result
);
	reg [3:0] numerator;
	reg [3:0] remainder;
    	always @* begin
        	if (B != 4'b0000) begin
        		numerator = A / B;
        		remainder = A % B;
       	end else begin
       		numerator = 4'b0000;
       		remainder = 4'b0000;
    		end
	result = {numerator, remainder};
	end
endmodule
--- run.sh ---
#!/bin/bash
# OpenROAD 26Q1-2900-gdf79404cd8, Yosys 0.63+post, stock flow scripts
make -C /OpenROAD-flow-scripts/flow DESIGN_CONFIG=/design/flow/config.mk WORK_HOME=/design/flow/orfs finish
--- config.mk ---
export PLATFORM = sky130hd
export DESIGN_NAME = Divide
export DESIGN_NICKNAME = Divide
export VERILOG_FILES = /design/flow/design.v
export SDC_FILE = /design/flow/constraint.sdc
export NUM_CORES = 4
export LEC_CHECK = 1
export CORE_AREA = 10 10 70 70
export DIE_AREA = 0 0 80 80
--- constraint.sdc ---
current_design Divide

set clk_period 6.5
set clk_io_pct 0.2

create_clock -name clk0 -period $clk_period

set non_clock_inputs [all_inputs -no_clocks]
set_input_delay [expr $clk_period * $clk_io_pct] -clock clk0 $non_clock_inputs
set_output_delay [expr $clk_period * $clk_io_pct] -clock clk0 [all_outputs]
==> CHANGELOG.md <==
### Changed

* Status: complete, no violations
* Layout cells sized above 1 at 66.9%
* Worst-path fanout max at 6
* Row count at 21
* Peak Freq at approximately 160 MHz
* Die Y at 80 µm
* HP Class: input port to output port
* Cell Count, Final, Fillers Out at 170
* Post-layout power at ~170 µW
* Final Hold Vio Count at 0
* Ant. Diodes at 0
* Placed cell count at ~150
* Dpl hpwl at between 1 and 1.5 mm
* Distinct cells, synth at 27
* Vias at a little under 700
* Power Density at 143 nW/µm²
* Avg Cell Area, Syn at approximately 7.8 µm²
* Top post-synthesis cells by count: 12 x inv_1, 11 x ha_1, 4 x nand2_1, 4 x o22ai_1
* # clk buffers at 0
* YS chip area at between 400 and 500 µm²
* Critical path startpoint category: input port
* Fin crit period at about 6400 ps
* Top area contributor share at between 20 and 30%
* TritonRoute pass-1 iters at 4
* Detailed router's first-iteration violation count at 11
* Largest net degree at the start of global routing at 7
* Worst setup path end: result[3]
* Gpl congestion at roughly 0.87
* Full die area at roughly 6400 µm²
* Post-Syn Instances at 64
* Drt total wl at approximately 1.9 mm
* Leakage power at roughly 0.00058 µW
* Die width at approximately 80 µm
* Synth-to-layout area growth at 138%
* Synthesized area at approximately 500 µm²
* Post-synthesis sequential area ratio at 0%
* Init Core Util at 14.6%
* Yosys cell count at ~64
* Worst path required time at 5200 ps
* Synth Warn # at 1
* Drt via density at around 4
* Tally of nets with antenna violations remaining after routing at 0
* Final critical-path share of the clock period at between 90% and 100%
* Top cells by area, synth: ha_1 28%, inv_1 9.0%, o22ai_1 5.0%, o21a_1 4.5%, o311a_4 4.3%
* WL/cell at 11.4 µm
* I/O Buffers at 16
* Worst-Margin Slew at just over 800 ps
* Post-synth top area cell: ha_1
* Seq_cells at 0
* Most common cell in the synthesized netlist: inv_1
* Grt ovf at 0
* Hold-fix buffers at CTS at 0
* Maxcap violations at 0
* Max Slew Vio Count at 0
* Worst VDD drop at between 0.08 and 0.09 mV
* Worst Setup SP: B[0]
* Residual DRC at 0
* Log Warnings at 34
* Final setup fails at 0
* Number of global-route vias before repair at between 700 and 800
* FF/Latch Area at 0 µm²
* Initial antenna violation count at 0
* First-pass GRT wire length at around 3.4 mm
* Core Region at 3420 µm²
* IO Pins at 16
* Gr usage total at 6.20%
* WS Path Type: input port to output port
* Worst Setup End Kind: output port
* Rel. slew slack at 45.3%
* Worst EP arrival at slightly above 5000 ps
* Hold Path Cell Cnt at 5
[logic make-up (layout without fill, tap and decap cells)]
family,after synthesis,after routing,share of synthesized area [%]
buffers and inverters,12,72,9.02
AND-OR/OR-AND,19,19,30.8
multiplexers,2,2,4.01
AND/OR/NAND/NOR,16,16,19.3
XOR/XNOR,3,3,5.26
adder cells (fa/ha/maj),12,12,31.6
[layout by cell type (no fill, tap or decap), drive strengths merged]
cell,count
clkdlybuf4s50,6
o21a,3
or3,1
nor3,3
fa,1
o21ai,5
xnor2,2
a31oi,1
xor2,1
a21o,1
dlygate4sd2,1
nor2b,2
a211o,1
nor4,1
and4bb,1
nor2,2
inv,12
or2,1
mux2i,2
o311a,1
buf,52
nor4b,1
ha,11
a2bb2oi,1
clkbuf,1
nand2,4
o211a,1
o22ai,4
o21bai,1
[routing by layer]
layer | track usage (%) | up-vias | part of all wire, %
met5 | 0 | - | 0
met4 | 0.528 | 0 | 0
met3 | 0.682 | 0 | 2.1
met2 | 10.0 | 8 | 46
met1 | 8.88 | 327 | 51
li1 | - | 357 | -
[critical path: stages]
cell and delay, ps:
buf_6 100, inv_4 50, ha_4 110, nor4b_4 180, a2bb2oi_2 180, ha_1 260
o21a_1 130, o21ai_2 150, mux2i_1 250, ha_1 280, o21a_1 150, o311a_4 370
a211o_1 270, nand2_2 110, inv_2 50, ha_4 220, o21ai_4 60, a31oi_4 60
or3_4 350, buf_6 130, o22ai_2 150, buf_2 120
[layout make-up]
type | instances | area, µm²
Fill cell | 331 | 2230
Tap cell | 46 | 57.6
Timing Repair Buffer | 60 | 458
Multi-Input combinational cell | 52 | 626
Inverter | 12 | 47.5
[how the worst min path moves through the flow]
stage | from | slack, ps | endpoint
final | B[0] | 3180 | result[0]
after global routing | B[0] | 3240 | result[0]
after CTS | B[0] | 3190 | result[0]
[power by group]
part / total (µW) / switching, µW / internal [µW]
Clock: 0 / 0 / 0
Combinational: 170 / 66.4 / 104
Sequential: 0 / 0 / 0
Total: 170 / 66.4 / 104
[through the flow]
step / hold slack [ps] / area [µm²] / setup TNS (ps) / utilization (%) / setup WS (ps)
finish: 3180 / 1190 / 0 / 34.8 / 147
detailed placement: 3540 / 882 / -3180 / 25.8 / -674
global route: 3240 / 1190 / -37.5 / 34.8 / -37.5
floorplan: 2680 / 499 / 0 / - / 521
CTS: 3190 / 1140 / -25.2 / 33.3 / -25.2
global placement: 3540 / 882 / -2890 / 25.8 / -616
[repair_timing]
item / in CTS / in global routing
pin swaps: 16 / 15
gates cloned: 0 / 0
resized: 54 / 12
setup endpoints to repair: 5 / 5
buffers inserted: 20 / 4
No activity file was given, so power comes from the tool's default toggle rates.
