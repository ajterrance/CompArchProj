File: ./run.sh
#!/bin/bash
# OpenROAD 26Q1-2900-gdf79404cd8, Yosys 0.63+post, stock flow scripts
make -C /OpenROAD-flow-scripts/flow DESIGN_CONFIG=/design/flow/config.mk WORK_HOME=/design/flow/orfs finish
File: ./config.mk
export PLATFORM = sky130hd
export DESIGN_NAME = shifter_4b
export DESIGN_NICKNAME = shifter_4b
export VERILOG_FILES = /design/flow/design.v
export SDC_FILE = /design/flow/constraint.sdc
export NUM_CORES = 4
export LEC_CHECK = 1
export CORE_AREA = 10 10 70 70
export DIE_AREA = 0 0 80 80
File: ./constraint.sdc
current_design shifter_4b

set clk_period 1.1
set clk_io_pct 0.2

create_clock -name clk0 -period $clk_period

set non_clock_inputs [all_inputs -no_clocks]
set_input_delay [expr $clk_period * $clk_io_pct] -clock clk0 $non_clock_inputs
set_output_delay [expr $clk_period * $clk_io_pct] -clock clk0 [all_outputs]
File: ./design.v
module shifter_4b(
    input wire [3:0] A,   
    input wire [3:0] B,   
    output reg [3:0] X,   
    output reg [3:0] Y    
);
    always @(*) begin
        X = A;           
        Y = 4'b0000;     
        case (B[2:1])
            2'b00: begin
                X = A;
                Y = 4'b0000;
            end
            2'b01: begin
                if (B[3]) begin  
                    X = A;
                    Y = {3'b000, B[0]};
                end else begin  
                    X = {A[2:0], B[0]};
                    Y = {3'b000, A[3]};
                end
            end
            2'b10: begin
                if (B[3]) begin  
                    X = A;
                    Y = {2'b00, B[0], B[0]};
                end else begin  
                    X = {A[1:0], B[0], B[0]};
                    Y = {2'b00, A[3:2]};
                end
            end
            2'b11: begin
                if (B[3]) begin  
                    X = A;
                    Y = {1'b0, B[0], B[0], B[0]};
                end else begin  
                    X = {A[0], B[0], B[0], B[0]};
                    Y = {1'b0, A[3:1]};
                end
            end
        endcase
    end
endmodule
==> notes.md <==
Quick summary of the implementation run below.

The run finished, with violations left. The checks that failed: setup timing. The wire length of the first global-routing pass is 1.48 mm. Note that the worst hold path type here is in -> out.

The post-synth design cell area is 229 sq um. The average cell area after synthesis came out at 7.39 sq um. Entering global routing, the biggest net connects 10 pins. The layout cell share with drive strength beyond 1 came out at 67.9%. In this run the layout overhead on the synthesized area is reported as 128%. For this run, the detailed router's first-pass iteration total came to 2.

The critical path start-end classification is in -> out. The filler cell count in the final layout is 398. During placement, the flow inserted port buffers numbering 15. The worst setup path is captured at a primary output. 16 I/O pins were placed. In this run the power spent charging and discharging nets is 0.0704 mW. The area occupied by registers is 0 sq um. The average routed wire per standard cell came out at 9.87 microns.

The layer with the highest usage after global routing is met2. The post-route setup TNS is -0.194 ns. The synth_stat.txt file lists the number of cells as 31. The share of power burned in the clock network is 0%. sky130_fd_sc_hd__mux2i_1 is the most common cell in the netlist. Synthesis produced 31 cells. The data required time reported for the critical path is 0.88 ns. The via count of the first global-routing pass was 308. Per the GRT congestion report, total overflow comes to 0. STA classifies the critical path startpoint as a primary input.

Per the timing report, the biggest fanout along the worst path comes to 7. STA lists the startpoint of the worst hold path as A[0]. The total of hold buffers inserted after clock tree synthesis came out at 0. The combinational share of power came out at 100.0%. The post-synth area from yosys stat is 229 sq um. The final worst slack is -0.0524 ns. The number of hold violations in the final report came out at 0. Switching power as a fraction of the total was reported as 38.0%.

The number of setup violations in the final report is 5. The total leakage power is 0.240 nW. For this run, the script counts the antenna cells in the layout as 0.

The cell area after layout is 522 sq um. The fraction of the yosys area taken by sequential cells came out at 0%. Setup repair after global routing could not meet its margin everywhere.

The share of the core area taken by cells at floorplan is 6.70%. Nets still carrying antenna violations after routing amount to 0. Sorting the Yosys area breakdown by cell type puts at the top sky130_fd_sc_hd__mux2i_1.

On met1, the global router reports a usage of 4.09%. The routing usage on met2 is 4.09%. The maximum clock frequency is 868 MHz. The total routing usage reported by global routing is 2.77%. The initial antenna violation count came out at 0. The number of warning messages in the yosys log is 1.

The number of flip-flops and latches came out at 0. Ranked by instance count, the synthesized netlist is headed by sky130_fd_sc_hd__mux2i_1, sky130_fd_sc_hd__a21oi_1, sky130_fd_sc_hd__o21ai_0. The final period utilization came out at 105%.

The number of distinct library cells after synthesis came out at 19. At the end of the flow the core is filled with cells to 15.3%. The number of violations reported at the end of detailed-routing iteration 0 came out at 13. The die width is 80 microns. The portion of total power attributed to sequential cells is 0%. The routed via count divided by cell count is 3.17. The data arrival at the endpoint of the critical path is 0.93 ns. The cell count after placement came out at 97. The max-slew violation count came out at 0.

The detailed-placement wirelength estimate is 720 microns. The portion of synthesized cell area occupied by the leading cell type came out at 17.5%. The post-route DRC violation count came out at 0.

Per the power-grid run, VDD falls by no more than 0.0000549 V. On met3, the global router reports a usage of 0.795%. The area of the placeable core is 0.00342 sq mm. The height of the chip is 80 microns. OpenROAD emitted warnings numbering 34. Ranked by total cell area, the synthesized netlist is headed by sky130_fd_sc_hd__mux2i_1, sky130_fd_sc_hd__mux2_4, sky130_fd_sc_hd__nor4b_1. The clock buffer instance count of the final layout is 0. The worst hold endpoint is X[0]. The report lists the number of standard-cell rows as 21. The final standard cell count with taps included and fillers excluded came out at 99.

The total internal power is 0.115 mW. Detailed placement reports a standard cell area of 475 sq um. The die area came out at 0.00640 sq mm. The post-route minimum period is 1.15 ns. The final routed wirelength across all metal layers came out at 977 microns. The final estimated routing congestion in global placement is 0.772.

In this run the power density over the cells is 355 mW/mm^2. The worst hold path passes through 3 cells. The reported max-cap violation count is 0. The via count of the routed design came out at 314.
-- power by group through the flow --
stage	clock network [mW]	registers, mW	logic (mW)
final	0	0	0.185
after global routing	0	0	0.204
after CTS	0	0	0.166
-- timing repair --
action,in CTS,in global routing
pin swaps,6,6
cloned,0,0
gates resized,60,21
endpoints found under the setup margin,7,7
setup buffers,2,1
-- per-layer routing --
layer  share of wire (%)  up-vias  routed length (microns)
li1                    -      160                        -
met1                  47      142                      464
met2                  44       12                      428
met3                 8.6        0                       84
met4                   0        0                        0
met5                   0        -                        0
-- cell type report --
| type | count | area, sq um | share of cell area, % |
|---|---|---|---|
| multi-input combinational | 27 | 248 | 47.5 |
| timing repair buffer | 26 | 216 | 41.5 |
| tap | 46 | 57.6 | 11.0 |
-- cells by family after synthesis --
family,Yosys count,share of synthesized area [%]
other cells,1,1.64
buf+inv,4,12.6
compound gates,10,27.3
simple gates,10,27.9
mux,6,30.6
-- critical path, cell delays in order --
cell and delay, ns:
sky130_fd_sc_hd__buf_12 0.11, sky130_fd_sc_hd__buf_6 0.12, sky130_fd_sc_hd__mux2i_1 0.11, sky130_fd_sc_hd__a211oi_1 0.23, sky130_fd_sc_hd__buf_2 0.13
-- placed cells by master (no fill, tap or decap), drive strengths merged --
cell type and instances:
buf 24, o21ai 3, o21a 2, clkbuf 2, nor2b 1, mux2 2
nand2b 1, a211oi 1, nand2 1, nor4b 2, conb 1, o211a 1
nor2 3, a21oi 3, nor3 1, and3b 1, mux2i 4
-- worst max path at each step --
| stage | from | end |
|---|---|---|
| CTS | B[1] | Y[1] |
| global route | B[1] | Y[0] |
| finish | B[1] | Y[0] |
-- through the flow --
| step | power (mW) | setup WS [ns] | hold slack, ns |
|---|---|---|---|
| after floorplan | 0.0668 | 0.0375 | 0.515 |
| after global placement | 0.172 | -0.917 | 1.52 |
| after detailed placement | 0.172 | -0.927 | 1.52 |
| after CTS | 0.166 | -0.172 | 0.792 |
| after global routing | 0.204 | -0.0959 | 0.743 |
| final | 0.185 | -0.0524 | 0.731 |
Power is estimated from default activity; no workload was simulated.
