[flow/config.mk]
export PLATFORM = sky130hd
export DESIGN_NAME = Multiplier
export DESIGN_NICKNAME = Multiplier
export VERILOG_FILES = /design/flow/design.v
export SDC_FILE = /design/flow/constraint.sdc
export NUM_CORES = 4
export LEC_CHECK = 1
export CORE_AREA = 10 10 70 70
export DIE_AREA = 0 0 80 80
[flow/constraint.sdc]
current_design Multiplier

set clk_period 3.5
set clk_io_pct 0.2

create_clock -name clk0 -period $clk_period

set non_clock_inputs [all_inputs -no_clocks]
set_input_delay [expr $clk_period * $clk_io_pct] -clock clk0 $non_clock_inputs
set_output_delay [expr $clk_period * $clk_io_pct] -clock clk0 [all_outputs]
[flow/design.v]
module Multiplier(
    	input [3:0] A,
    	input [3:0] B,
    	output reg [7:0] Product
);
    	always @* begin
        	Product = A * B;   
    	end
endmodule
[flow/run.sh]
#!/bin/bash
# OpenROAD 26Q1-2900-gdf79404cd8, Yosys 0.63+post, stock flow scripts
make -C /OpenROAD-flow-scripts/flow DESIGN_CONFIG=/design/flow/config.mk WORK_HOME=/design/flow/orfs finish
==> run summary <==
outcome: finished with violations
failing checks: setup timing
beginning of the worst hold path: A[0]
Yosys Chip Area: 447 um2
yosys warns: 1
CP max-delay cell: fa_1
vias in the first global route: 476
VDD IR max: 55.9 uV
WHS Endpoint: Product[0]
CLK BUF: 0
Achievable Freq: 272 MHz
synthesis-to-finish area growth: 98.3%
share of layout cells above drive strength 1: 0.531
hold crit path type: input port to output port
hold path depth: 4
Mux area share: 0
num ports: 16
I/O Buffers: 16
number of OpenROAD warnings: 34
Comb power frac: 1.000
DR vias: 469
antenna cell count: 0
Final period util: 1.05
Worst Max-Slew Pin Slew: 199 ps
non-filler cells, final: 127
P_sw: 0.0000582 W
Top cell excl fill/tap: buf_4
AND/OR/NAND/NOR Cells, Area Fraction: 0.266
placer congestion estimate: 0.819
row cnt: 21
distinct lib cells: 17
delay of the slowest critical-path stage: 540 ps
final setup vio count: 2
flop count: 0
most frequent cells in the layout: buf_4 (13), and2_1 (11), ha_1 (7)
WL final: 1.22 mm
register share after synthesis: 0
WP buf/inv: 4
Crit path max-delay family: adder cells
HPWL after detailed placement: 1.02 mm
arrival time worst endpoint: 2970 ps
Pins Over Slew Limit: 0
DRC Markers: 0
setup ws final: -170 ps
Reg area: 0 um2
antenna violations before repair: 0
Crit. End Element: output port
Pwr Density: 169 nW/um2
first-pass GRT wire length: 2.05 mm
setup TNS: -336 ps
Hold Vio Cnt, Final: 0
Iter 0 DRT Violations: 13
average size of a mapped cell: 8.76 um2
Reg power frac: 0
critical path's most frequent cell: fa_2
critical path, cell by cell: buf_8 -> nand2_4 -> fa_1 -> inv_2 -> fa_2 -> buf_4 -> fa_2 -> a21o_2 -> a21oi_2 -> xnor2_1 -> buf_2
Tmin final: 3670 ps
crit path max fanout: 2
mapped cell area: 447 um2
FP Util: 0.131
crit start category: input port
Leak: 0.419 nW
yosys cell count: 51
FA/HA/MAJ Cells, Area Fraction: 0.515
antenna viol nets, final: 0
largest net degree at the start of global routing: 5
Pint: 0.0000917 W
CTS Hold Buffers Added: 0
crit path DRT: 2800 ps
Clock power frac: 0
Complex Gates by Area: 0.134
grt ovf: 0
routed len/inst: 9.57 um
Vias per Instance: 3.69
Core ar.: 3420 um2
total global-route track usage: 0.0369
Post-Synthesis Cells: 51
Die Size: 6400 um2
Pre-Repair DR Iteration Count: 2
Switching Share: 0.388
max_slew headroom: 0.867
main logic family after synthesis: adder cells
RSZ-0062 raised after global routing: true
placed cells: 126
max-cap violations: 0
worst setup path class: input port to output port
Die Y: 80 um
xor/xnor share: 0.0588
Chip Width: 80 um
area by class of cell:
| type | count | area (um2) |
|---|---|---|
| fill | 379 | 2530 |
| tap | 46 | 57.6 |
| multi-input combinational | 48 | 556 |
| timing repair buffer | 30 | 262 |
| inverter | 3 | 11.3 |
cells by family (layout without fill, tap and decap cells):
logic type      count (synthesis)  count (layout)
simple gates                   20              20
fa+ha+maj                      16              16
compound gates                  9               9
xor+xnor                        3               3
buf+inv                         3              33
what timing repair did:
action,in CTS,in global routing
gates resized,57,14
pin swaps,17,9
buffers inserted,1,0
setup endpoints to repair,5,5
hold endpoints to repair,0,0
cells in the mapped netlist:
cell type	count	area share
nand2_1	3	0.025
xnor2_1	2	0.039
a211oi_1	1	0.017
o211ai_1	1	0.017
o2111ai_1	1	0.020
or4b_1	1	0.022
a21o_1	1	0.017
inv_1	3	0.025
and3b_1	1	0.020
nor2_1	2	0.017
and2_1	13	0.18
a21o_2	1	0.020
fa_1	4	0.18
a21oi_1	3	0.034
xor2_1	1	0.020
ha_1	12	0.34
o21ai_1	1	0.011
power groups by stage:
stage / combinational, W / clock [W] / sequential [W]
global route: 0.000168 / 0 / 0
finish: 0.000150 / 0 / 0
CTS: 0.000137 / 0 / 0
worst max-delay path by stage:
| stage | end | cells after the start | from | slack, ps |
|---|---|---|---|---|
| 4_1_cts | Product[7] | 10 | B[3] | -200 |
| 5_1_grt | Product[6] | 11 | B[2] | -220 |
| 6_report | Product[6] | 11 | B[2] | -170 |
routing by layer:
layer / vias to the layer above / part of all wire / track usage
met3: 0 / 0.068 / 0.0102
met2: 12 / 0.44 / 0.0554
met1: 219 / 0.49 / 0.0541
met5: - / 0 / 0
li1: 238 / - / -
met4: 0 / 0 / 0
per-stage QoR:
| stage | total power [W] | instance area, um2 | util | hold WS (ps) | worst slack (ps) |
|---|---|---|---|---|---|
| CTS | 0.000137 | 823 | 0.241 | 2160 | -200 |
| floorplan | 0.0000497 | 447 | - | 1470 | 2.57 |
| finish | 0.000150 | 886 | 0.259 | 2150 | -170 |
| global route | 0.000168 | 886 | 0.259 | 2180 | -222 |
| detailed placement | 0.000126 | 762 | 0.223 | 2450 | -1110 |
| global placement | 0.000125 | 762 | 0.223 | 2440 | -1110 |
Power and IR drop assume default switching activity.
